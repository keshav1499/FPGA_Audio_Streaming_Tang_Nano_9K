==> flow/design.v <==
module FIFO (
    input wire clk,
    input wire [15:0] data_in,
    input wire byte_ready,
    input wire sample_tick,
    output reg [15:0] mono_sample
);
parameter DEPTH = 256;
reg [15:0] fifo [0:DEPTH-1];
reg [7:0] wr_ptr = 0;
reg [7:0] rd_ptr = 0;
reg [8:0] count = 0;
always @(posedge clk) begin
    if (byte_ready && count < DEPTH) begin
        fifo[wr_ptr] <= data_in;
        wr_ptr <= wr_ptr + 1;
        count <= count + 1;
    end
    if (sample_tick && count > 0) begin
        mono_sample <= fifo[rd_ptr];
        rd_ptr <= rd_ptr + 1;
        count <= count - 1;
    end
end
endmodule
==> flow/run.sh <==
#!/bin/bash
# OpenROAD 26Q1-2900-gdf79404cd8, Yosys 0.63+post, stock flow scripts
make -C /OpenROAD-flow-scripts/flow DESIGN_CONFIG=/design/flow/config.mk WORK_HOME=/design/flow/orfs finish
==> flow/config.mk <==
export PLATFORM = sky130hd
export DESIGN_NAME = FIFO
export DESIGN_NICKNAME = FIFO
export VERILOG_FILES = /design/flow/design.v
export SDC_FILE = /design/flow/constraint.sdc
export NUM_CORES = 4
export LEC_CHECK = 1
export CORE_UTILIZATION = 30
==> flow/constraint.sdc <==
current_design FIFO

set clk_period 495.8
set clk_io_pct 0.2

create_clock -name clk0 -period $clk_period [get_ports {clk}]

set non_clock_inputs [all_inputs -no_clocks]
set_input_delay [expr $clk_period * $clk_io_pct] -clock clk0 $non_clock_inputs
set_output_delay [expr $clk_period * $clk_io_pct] -clock clk0 [all_outputs]
==> out/qor.csv <==
stage;metric;value;unit
yosys;postSynthSeqShare;77.2;%
cells_and_area;layout_top_cell_excl_fill_tap;edfxtp_1;
cts;cts-htree-levels;5;
yosys;synth_area;0.161;sq mm
yosys;postSynthCellCount;7395;
routing;wl;487000;um
routing;drtAntennaViolNets;0;
cells_and_area;post-route-util;34.6;%
critical_path;path_cells;clkdlybuf4s50_1 -> nor2b_4 -> buf_4 -> nand3_2 -> buf_4 -> buf_4 -> nor2_2;
placement;numPlacedInstances;14492;
placement;buffer_ports.inserted;34;
sta;max_freq;0.00976;GHz
critical_path;worstSetupStartpointType;input port;
critical_path;timing.critical_path.buf_inv;4;
power;cell_internal_pwr;0.587;mW
yosys;chip_area_estimate_from_yosys_synthesis;0.161;sq mm
critical_path;worst_ep_arrival_time;103.05;ns
cells_and_area;fillerInstances;48433;
die;die_h;734;um
routing;routedWlPerCell;31.8;um
die;core_region_area;0.533;sq mm
routing;drtIter0Drc;5871;
critical_path;timing_worst_setup_path_type;input port to flip-flop;
sta;setup_violation_total_in_the_final_timing_report;0;
yosys;syn_avg_cell_area;21.7;sq um
power;seq_power_share;49.9;%
cts;clock_transition_at_the_register_clock_pins_on_the_worst_setup_and_hold_paths_after_cts;0.07;ns
critical_path;critical_path.reg2reg.startpoint;rd_ptr[1]$_DFFE_PP_;
critical_path;setup.worst_path.start;byte_ready;
cells_and_area;multiInputGateArea;0.0336;sq mm
placement;gpl.final_weighted_congestion;0.972;
global_routing;via_count_of_the_first_global_routing_pass;88718;
routing;routed-via-count;80094;
power;p_switching;0.191;mW
power;combinationalPowerShare;10.2;%
die;chip_area;0.539;sq mm
sta;tightestPinTransition;1.30;ns
critical_path;timing.critical_path.required;496.44;ns
yosys;xor_share;0.109;%
sta;final_max_slew_viol_count;0;
power;ir_drop;3.12;uV
cts;clock_tree.root_cell;clkbuf_16;
yosys;fraction_of_registers_with_async_set_reset;0;%
cts;deepest_clock_path_buffer_count;4;
die;chipWidth;734;um
critical_path;timing.critical_path.max_delay_family;buffers and inverters;
critical_path;worstPathMaxFanout;22;
die;io_pins;35;
yosys;yosys_warning_total;1;
sta;finalCriticalPeriod;102.41;ns
yosys;synth.cellmix.adderShare;0.106;%
cts;tritoncts;done;
cells_and_area;final_cell_count_no_fill;15324;
die;site_rows;268;
sta;final_hold_viol_count;0;
critical_path;timing.critical_path.slowest_stage_cell;nor2_2;
critical_path;setup.worst_path.end_class;flip-flop;
critical_path;timing.reg2reg.setup_slack;488.82;ns
cells_and_area;most-common-layout-cells;edfxtp_1 (4137), mux4_2 (787), buf_4 (479);
cells_and_area;layout-area-overhead-vs-synth;14.8;%
routing;detail_route.drc_violations;0;
job;tool_warnings;29;
sta;max_slew_margin;12.9;%
yosys;topCombFamilyByArea;multiplexers;
power;pwr_density_cell;4.22;mW/mm^2
global_routing;global_route.overflow_total;0;
critical_path;cp_common_cell;buf_4;
cts;tritoncts.num_buffers;410;
global_routing;grt_pass1_wl;679000;um
sta;finalCritPeriodShare;20.7;%
sta;grt_setup_unrepaired;false;
yosys;yosys-stat-cells;7395;
worst_hold_path;hp-class;flip-flop to flip-flop;
critical_path;worstSetupEndpoint;fifo[10][0]$_DFFE_PP_;
yosys;muxShareOfSynthArea;14.9;%
global_routing;maximum_number_of_pins_on_one_net_before_global_route_repair;85;
cts;cts.hold.buffers_added;0;
cts;post-cts-setup-buffers;0;
routing;dr.pass1.iters;7;
sta;worst_clock_skew;0.0802;ns
yosys;ys_sh_simple;1.79;%
power;clockPowerShare;39.9;%
global_routing;antenna_found_initial;33;
die;initial_core_utilization;30.2;%
routing;average_via_count_per_standard_cell;5.23;
job;timing.max_cap.violations;0;
critical_path;r2r_end;mono_sample[0]$_DFFE_PP_;
power;p_leak;57.4;nW
status;status;complete, no violations;
yosys;compound_area_share;3.61;%
yosys;enable_flop_cells;4137;
cts;sinks_on_the_clock_net;4137;
critical_path;critical-path-max-stage-delay;0.73;ns
global_routing;global_route.usage.total;19.3;%
sta;setup_tns;0;ns
placement;detailed_place_hpwl;304000;um
yosys;synth.ff_latch_count;4137;
critical_path;worst_r2r_path_depth;13;
cells_and_area;drive_above_1_share;25.7;%
yosys;synth-main-ff-cell;edfxtp_1;
cells_and_area;register_cell_area_after_layout;0.124;sq mm
critical_path;crit_cells;7;
cts;post_cts.resized_instances;0;
power;swShare;24.5;%
yosys;synth.distinct_cells;90;
cts;clk-insertion-delay-late;1.02;ns
## worst reg2reg max path: stages (launching register included)
cell and delay, ns:
edfxtp_1 0.34, buf_4 0.52, buf_4 0.66, buf_12 0.42, buf_4 0.90, buf_4 0.61, buf_4 0.61, mux4_2 0.37
mux4_2 0.30, nor2_1 0.10, nor4_1 0.55, buf_4 0.27, nor3_1 0.09, o32ai_2 0.86
## cell families after synthesis
logic type	after synthesis
multiplexers	1338
adder cells (fa/ha/maj)	13
AND-OR/OR-AND	806
XOR/XNOR	20
buffers and inverters	465
AND/OR/NAND/NOR	616
flip-flops	4137
## area by class of cell
class	instances	share of cell area [%]
diodes	76	0.103
clock buffers	484	5.76
clock inverters	272	1.50
inverters	13	0.0319
multi-input cells	2793	18.2
flip-flops and latches	4137	67.3
well taps	7020	4.76
repair buffers	529	2.34
## per-layer routing
layer	vias to the layer above	routed length [um]	share of wire, %	GRT usage (%)
met5	-	2850	0.58	5.20
met4	60	25000	5.1	7.33
met3	1052	104000	21	18.9
met2	6482	217000	45	27.7
met1	40067	138000	28	17.9
li1	32433	-	-	-
## metrics by stage
stage | instance area [sq um] | setup WS, ns | power (mW) | hold slack (ns)
final | 185000 | 393.39 | 0.778 | 0.669
after global placement | 171000 | 392.57 | 0.473 | 0.635
after CTS | 184000 | 393.63 | 0.780 | 0.682
after floorplan | 161000 | 393.23 | 0.432 | 0.539
after global routing | 185000 | 393.36 | 0.798 | 0.691
after detailed placement | 171000 | 392.56 | 0.473 | 0.647
## sequential cells by signal, indices dropped and copies added (netlist names)
register / cells
mono_sample: 16
count: 9
fifo: 4096
rd_ptr: 8
wr_ptr: 8
## power by group through the flow
| stage | clock network [mW] | registers (mW) | logic [mW] |
|---|---|---|---|
| CTS | 0.314 | 0.388 | 0.0777 |
| global route | 0.328 | 0.388 | 0.0823 |
| finish | 0.310 | 0.388 | 0.0796 |
## worst min path at each step
stage                                 to  cells past startpoint                from
after global routing  count[0]$_DFFE_PP_                      1  count[0]$_DFFE_PP_
final                 count[0]$_DFFE_PP_                      1  count[0]$_DFFE_PP_
after CTS             count[0]$_DFFE_PP_                      1  count[0]$_DFFE_PP_
## synth_stat cells, types with 30 or more instances
cell type     n  area share (%)
a22oi_1     167            0.78
nor3_1       30           0.093
clkbuf_1    136            0.32
o21ai_0      52            0.16
o221ai_1     50            0.27
mux2_2       36            0.25
nor2_1      285            0.67
buf_4        38            0.18
a21oi_1     140            0.44
buf_6        53            0.37
a31oi_1      38            0.15
mux2i_1     472             2.9
edfxtp_1   4137              77
o22ai_1      88            0.34
nand3_1      54            0.17
nand2_1     101            0.24
buf_12       35            0.44
mux4_2      787              11
buf_8        45            0.42
buf_2       113            0.35
mux4_1       43            0.70
a221oi_1     72            0.39
Power is estimated from default activity; no workload was simulated.
