===== /design/flow/config.mk =====
export PLATFORM = sky130hd
export DESIGN_NAME = uart
export DESIGN_NICKNAME = uart
export VERILOG_FILES = /design/flow/design.v
export SDC_FILE = /design/flow/constraint.sdc
export NUM_CORES = 4
export LEC_CHECK = 1
export CORE_UTILIZATION = 50

===== /design/flow/constraint.sdc =====
current_design uart

set clk_period 5.6
set clk_io_pct 0.2

create_clock -name clk0 -period $clk_period [get_ports {clk}]

set non_clock_inputs [all_inputs -no_clocks]
set_input_delay [expr $clk_period * $clk_io_pct] -clock clk0 $non_clock_inputs
set_output_delay [expr $clk_period * $clk_io_pct] -clock clk0 [all_outputs]

===== /design/flow/design.v =====
module uart
#(
    parameter DELAY_FRAMES = 31
)
(
    input clk,               
    input uart_rx,           
    output uart_tx,          
    output reg [5:0] led,    
    input btn1,              
    output reg [15:0] data_in,   
    output reg byte_ready        
);
assign uart_tx = 1'b1;
localparam HALF_DELAY_WAIT   = (DELAY_FRAMES / 2);
localparam RX_STATE_IDLE     = 0;
localparam RX_STATE_START_BIT= 1;
localparam RX_STATE_READ_WAIT= 2;
localparam RX_STATE_READ     = 3;
localparam RX_STATE_STOP_BIT = 4;
localparam LED_UPDATE_RATE   = 1350;  
reg [3:0] rxState = 0;
reg [12:0] rxCounter = 0;
reg [2:0] rxBitNumber = 0;
reg [7:0] shift_reg = 0;
reg [7:0] byte_buf = 0;
reg byte_phase = 0;          
reg [15:0] temp_data = 0;    
reg [23:0] intensity_accum = 0;
reg [15:0] intensity_smoothed = 0;
reg [15:0] led_update_counter = 0;
always @(posedge clk) begin
    case (rxState)
        RX_STATE_IDLE: begin
            byte_ready <= 0;
            if (uart_rx == 0) begin
                rxState <= RX_STATE_START_BIT;
                rxCounter <= 1;
                rxBitNumber <= 0;
            end
        end
        RX_STATE_START_BIT: begin
            if (rxCounter == HALF_DELAY_WAIT) begin
                rxState <= RX_STATE_READ_WAIT;
                rxCounter <= 1;
            end else begin
                rxCounter <= rxCounter + 1;
            end
        end
        RX_STATE_READ_WAIT: begin
            rxCounter <= rxCounter + 1;
            if (rxCounter == DELAY_FRAMES - 1) begin
                rxState <= RX_STATE_READ;
                rxCounter <= 0;
            end
        end
        RX_STATE_READ: begin
            shift_reg <= {uart_rx, shift_reg[7:1]};
            rxBitNumber <= rxBitNumber + 1;
            if (rxBitNumber == 3'b111) begin
                rxState <= RX_STATE_STOP_BIT;
                byte_buf <= {uart_rx, shift_reg[7:1]};   
            end else begin
                rxState <= RX_STATE_READ_WAIT;
            end
        end
        RX_STATE_STOP_BIT: begin
            rxCounter <= rxCounter + 1;
            if (rxCounter == DELAY_FRAMES - 1) begin
                rxCounter <= 0;
                rxState <= RX_STATE_IDLE;
                if (byte_phase == 0) begin
                    temp_data[7:0] <= byte_buf;
                    byte_phase <= 1;
                end else begin
                    temp_data[15:8] <= byte_buf;
                    data_in <= temp_data;
                    byte_ready <= 1;
                    byte_phase <= 0;
                    if (temp_data[15] == 1'b1) begin
                        intensity_accum <= intensity_accum + (~temp_data + 1);
                    end else begin
                        intensity_accum <= intensity_accum + temp_data;
                    end
                    led_update_counter <= led_update_counter + 1;
                    if (led_update_counter >= LED_UPDATE_RATE) begin
                        led_update_counter <= 0;
                        intensity_smoothed <= intensity_accum[23:8];  
                        intensity_accum <= 0;
                        led <= intensity_smoothed[13:8];   
                    end
                end
            end
        end
    endcase
end
endmodule

===== /design/flow/run.sh =====
#!/bin/bash
# OpenROAD 26Q1-2900-gdf79404cd8, Yosys 0.63+post, stock flow scripts
make -C /OpenROAD-flow-scripts/flow DESIGN_CONFIG=/design/flow/config.mk WORK_HOME=/design/flow/orfs finish

==> flow_metrics.env <==
# yosys + openroad results
export IMPL_cts_sinks=118
export IMPL_dp_hpwl_mm=9.04
export IMPL_top_area_cell="edfxtp_1"
export IMPL_vias_per_cell=5.50
export IMPL_ys_warn_count=1
export IMPL_synthDominantCellAreaShare=0.547
export IMPL_min_to="led[0]"
export IMPL_drt_wl_total_mm=12.9
export IMPL_drt_iter0_drc=329
export IMPL_routed_via_count=4431
export IMPL_layout_area_overhead_vs_synth_pct=15.0
export IMPL_finalMaxSlewViolations=0
export IMPL_postCtsSetupBuffers=0
export IMPL_crit_path_end_kind="flop"
export IMPL_track_usage=0.221
export IMPL_overflow=0
export IMPL_power_frac_clock=0.417
export IMPL_dieArea_sq_mm=0.0134
export IMPL_lay_top_count="edfxtp_1"
export IMPL_cts_resized_gates=0
export IMPL_gp_congestion=0.920
export IMPL_fin_hold_ws_ns=0.417
export IMPL_cp_startpoint="temp_data[0]"
export IMPL_critPathLaunchType="flop"
export IMPL_irDropWorstVdd_mv=0.367
export IMPL_cts_hold_buf=0
export IMPL_cts_root_buf="clkbuf_16"
export IMPL_grt_first_pass_wirelength_mm=21.1
export IMPL_tool_warnings=44
export IMPL_ys_area_sq_mm=0.00648
export IMPL_regToRegSetupSlack_ns=2.57
export IMPL_power_frac_seq=0.478
export IMPL_drcViolationCount=0
export IMPL_synthFlopType="edfxtp_1"
export IMPL_yosysCellCount=591
export IMPL_r2r_end="intensity_accum[14]"
export IMPL_netlist_area_sq_mm=0.00648
export IMPL_die_x_um=116
export IMPL_leakage_nw=2.73
export IMPL_cts_tree="yes"
export IMPL_critPathTopFamily="AND-OR/OR-AND gates"
export IMPL_slew_headroom=0.481
export IMPL_crit_buf_inv=1
export IMPL_tightest_slew_ns=0.776
export IMPL_avgSynthCellArea_sq_um=11.0
export IMPL_p_int_mw=1.86
export IMPL_fp_util=0.513
export IMPL_cts_htree_levels=4
export IMPL_rsz0062_at_grt="false"
export IMPL_setup_viol=0
export IMPL_crit_slowest_cell="or4_4"
export IMPL_max_clock_freq_mhz=330
export IMPL_min_path_cells=0
export IMPL_async_reset_ff_frac=0
export IMPL_edf_count=118
export IMPL_cp_max_fo=3
export IMPL_grt_max_degree=35
export IMPL_diodes=0
export IMPL_synth_distinct_cells=63
export IMPL_crit_chain="ha_1 -> inv_1 -> fa_1 -> o21ba_1 -> or4_4 -> a2111oi_4 -> o21ai_1 -> a211oi_2 -> nand3_1 -> nor3b_2"
export IMPL_arrival_ns=3.17
export IMPL_finalHoldViolCount=0
export IMPL_dr_pass1_iters=4
export IMPL_cp_required_ns=5.74
export IMPL_io_buffers=24
export IMPL_fin_tns_setup_ns=0
export IMPL_io_pins=27
export IMPL_synthTopCellsByArea="edfxtp_1, ha_1, nor2_1"
export IMPL_clk_pin_slew_ns=0.06
export IMPL_ys_ff=118
export IMPL_p_switching_mw=0.688
export IMPL_switching_share=0.270
export IMPL_antenna_found_initial=0
export IMPL_ys_seq_share=0.547
export IMPL_antenna_left=0
export IMPL_cts_buffers=17
export IMPL_maxCapViolCount=0
export IMPL_regToRegStartpoint="temp_data[0]"
export IMPL_p_comb_frac=0.105
export IMPL_post_route_period_util=0.541
export IMPL_min_period_ns=3.03
export IMPL_powerDensity_mw_per_mm2=342
export IMPL_synthCells=591
export IMPL_hold_class="flop to flop"
export IMPL_grt_pass1_vias=4177
export IMPL_clk_path_buf_depth=2
export IMPL_die_y_um=116
export IMPL_skew_ns=0.00743
export IMPL_hp_start="intensity_smoothed[8]"
export IMPL_core_sq_mm=0.0126
export IMPL_clkLatencyLatePin_ns=0.41
export IMPL_cpPeakStageDelay_ns=0.46
export IMPL_layout_drive_gt1_share=0.0790
export IMPL_crit_type="flop to flop"
export IMPL_regMostFlops="intensity_accum"
export IMPL_outcome="finished, final reports clean"
export IMPL_largest_reg_flops=22
export IMPL_final_cell_mix="edfxtp_1, nor2_1, inv_1, ha_1, a21oi_1"
export IMPL_wire_per_inst_um=16.0
export IMPL_fp_row_count=41
export IMPL_r2r_cells=10
## stage by stage
| step | util | power, mW | area, sq um | worst slack, ns | instances |
|---|---|---|---|---|---|
| after global routing | 0.591 | 2.67 | 7450 | 2.37 | 805 |
| after CTS | 0.591 | 2.58 | 7450 | 2.56 | 805 |
| after global placement | 0.544 | 1.49 | 6870 | 2.59 | 773 |
| final | 0.591 | 2.55 | 7450 | 2.57 | 805 |
| after detailed placement | 0.544 | 1.50 | 6870 | 2.57 | 773 |
| after floorplan | - | 1.42 | 6490 | 2.04 | 595 |
## layer usage
metal  global-route usage  vias up  routed length [um]
met4               0.0487        0                 324
li1                     -     2218                   -
met3               0.0746       23                 975
met5                    0        -                   0
met2                0.303      114                5520
met1                0.371     2076                6050
## cells by family after synthesis
kind of cell,share of synthesized area
muxes,0.0108
adders and majority gates,0.0796
xor gates and xnor gates,0.0419
DFF,0.547
other,0.00116
AOI/OAI and AO/OA,0.119
buffers and inverters,0.0407
and+or+nand+nor,0.160
## Yosys cell counts (2+ instances only)
cell / count
a22oi_1: 2
and2_1: 9
a21o_1: 4
ha_1: 38
xor2_1: 13
nor2_1: 83
o21ai_0: 23
a2bb2oi_1: 3
nor4_1: 7
buf_4: 4
edfxtp_1: 118
nand4_1: 9
o31ai_1: 4
o21a_1: 2
a31o_2: 3
a31oi_1: 5
buf_2: 7
inv_1: 38
nor3_1: 22
or3_1: 6
nand2b_1: 2
nand2_1: 36
a21oi_1: 37
fa_1: 2
nor2b_1: 6
a211o_1: 2
nand3_1: 16
xnor2_1: 18
a211oi_1: 4
nand3b_1: 2
and4_1: 4
and3_1: 8
a21boi_0: 2
nor3b_1: 2
conb_1: 2
clkbuf_1: 10
o2111ai_1: 2
mux2i_1: 7
o211ai_1: 4
a221oi_1: 2
## worst max path at each step
stage	end	slack, ns	cells past startpoint
4_1_cts	intensity_accum[14]	2.56	10
5_1_grt	intensity_accum[14]	2.37	10
6_report	intensity_accum[14]	2.57	10
## final cells by class
| type | instances | area, sq um |
|---|---|---|
| clock buffer | 17 | 425 |
| clock inverter | 15 | 156 |
| fill | 1039 | 5170 |
| inverter | 39 | 146 |
| multi-input combinational | 415 | 2690 |
| sequential | 118 | 3540 |
| tap | 172 | 215 |
| timing repair buffer | 29 | 278 |
## power by group through the flow
stage	clock network, mW	registers, mW	logic, mW
after CTS	1.09	1.22	0.273
after global routing	1.12	1.24	0.312
final	1.06	1.22	0.268
Power and IR drop assume default switching activity.
